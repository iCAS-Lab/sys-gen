==> design.v <==
`timescale 1ns / 1ps
module fifo #(parameter DEPTH=8, DATA_WIDTH=8) 
(
    input clk, rstn,
    input w_en, r_en,
    input signed [DATA_WIDTH-1:0] in_data,
    output reg signed [DATA_WIDTH-1:0] out_data = 0,
    output full, empty
);
    reg [$clog2(DEPTH)-1:0] w_ptr, r_ptr;
    reg signed [DATA_WIDTH-1:0] fifo[DEPTH-1:0];
    always @ (posedge clk) begin
        if (! rstn) begin
            w_ptr <= 0;
        end
        else if (w_en & ! full) begin
            fifo[w_ptr] <= in_data;
            w_ptr <= w_ptr + 1;
        end
    end
    always @ (posedge clk) begin
        if (! rstn) begin
            out_data <= 0;
            r_ptr <= 0;
        end
        else if (r_en & ! empty) begin
            out_data <= fifo[r_ptr];
            r_ptr <= r_ptr + 1;
        end
    end
    assign full = ((w_ptr + 1'b1) == r_ptr);
    assign empty = (w_ptr == r_ptr);
endmodule
`timescale 1ns / 1ps
module integer_mac_pe #(parameter DATA_WIDTH=8)
(
    input clk, rstn,
    input signed [DATA_WIDTH-1:0] in_row,
    input signed [DATA_WIDTH-1:0] in_col,
    output reg signed [DATA_WIDTH-1:0] out_row = 0,
    output reg signed [DATA_WIDTH-1:0] out_col = 0,
    output reg signed [DATA_WIDTH-1:0] out_data = 0
);
    always @ (posedge clk) begin
        if (! rstn) begin
            out_data <= 0;
            out_row <= 0;
            out_col <= 0;
        end
        else
            out_data <= out_data + (in_row * in_col);
            out_row <= in_row;
            out_col <= in_col;
    end
endmodule
`timescale 1ns / 1ps
module systolic_array_2x2 #(parameter DEPTH=8, DATA_WIDTH=16) (
	input clk, rstn,
	input signed [DATA_WIDTH-1:0] in_row_0,
	input row_fifo_0_r_en, row_fifo_0_w_en,
	input signed [DATA_WIDTH-1:0] in_row_1,
	input row_fifo_1_r_en, row_fifo_1_w_en,
	input signed [DATA_WIDTH-1:0] in_col_0,
	input col_fifo_0_r_en, col_fifo_0_w_en,
	input signed [DATA_WIDTH-1:0] in_col_1,
	input col_fifo_1_r_en, col_fifo_1_w_en,
	output signed [DATA_WIDTH-1:0] out_data_0_0,
	output signed [DATA_WIDTH-1:0] out_data_0_1,
	output signed [DATA_WIDTH-1:0] out_data_1_0,
	output signed [DATA_WIDTH-1:0] out_data_1_1
);
	wire signed [DATA_WIDTH-1:0] row_fifo_0_out;
	fifo  row_fifo_0 (
		.clk (clk),
		.rstn (rstn),
		.w_en (row_fifo_0_w_en),
		.r_en (row_fifo_0_r_en),
		.in_data (in_row_0),
		.out_data (row_fifo_0_out),
		.full (row_fifo_0_full),
		.empty(row_fifo_0_empty)
	);
	wire signed [DATA_WIDTH-1:0] row_fifo_1_out;
	fifo  row_fifo_1 (
		.clk (clk),
		.rstn (rstn),
		.w_en (row_fifo_1_w_en),
		.r_en (row_fifo_1_r_en),
		.in_data (in_row_1),
		.out_data (row_fifo_1_out),
		.full (row_fifo_1_full),
		.empty(row_fifo_1_empty)
	);
	wire signed [DATA_WIDTH-1:0] col_fifo_0_out;
	fifo  col_fifo_0 (
		.clk (clk),
		.rstn (rstn),
		.w_en (col_fifo_0_w_en),
		.r_en (col_fifo_0_r_en),
		.in_data (in_col_0),
		.out_data (col_fifo_0_out),
		.full (col_fifo_0_full),
		.empty(col_fifo_0_empty)
	);
	wire signed [DATA_WIDTH-1:0] col_fifo_1_out;
	fifo  col_fifo_1 (
		.clk (clk),
		.rstn (rstn),
		.w_en (col_fifo_1_w_en),
		.r_en (col_fifo_1_r_en),
		.in_data (in_col_1),
		.out_data (col_fifo_1_out),
		.full (col_fifo_1_full),
		.empty(col_fifo_1_empty)
	);
	wire signed [DATA_WIDTH-1:0] out_col_0_0;
	wire signed [DATA_WIDTH-1:0] out_row_0_0;
	integer_mac_pe mac_pe_0_0 (
		.clk (clk),
		.rstn (rstn),
		.in_row (row_fifo_0_out),
		.in_col (col_fifo_0_out),
		.out_row (out_row_0_0),
		.out_col (out_col_0_0),
		.out_data (out_data_0_0)
	);
	wire signed [DATA_WIDTH-1:0] out_col_0_1;
	wire signed [DATA_WIDTH-1:0] out_row_0_1;
	integer_mac_pe mac_pe_0_1 (
		.clk (clk),
		.rstn (rstn),
		.in_row (out_row_0_0),
		.in_col (col_fifo_1_out),
		.out_row (out_row_0_1),
		.out_col (out_col_0_1),
		.out_data (out_data_0_1)
	);
	wire signed [DATA_WIDTH-1:0] out_col_1_0;
	wire signed [DATA_WIDTH-1:0] out_row_1_0;
	integer_mac_pe mac_pe_1_0 (
		.clk (clk),
		.rstn (rstn),
		.in_row (row_fifo_1_out),
		.in_col (out_col_0_0),
		.out_row (out_row_1_0),
		.out_col (out_col_1_0),
		.out_data (out_data_1_0)
	);
	wire signed [DATA_WIDTH-1:0] out_col_1_1;
	wire signed [DATA_WIDTH-1:0] out_row_1_1;
	integer_mac_pe mac_pe_1_1 (
		.clk (clk),
		.rstn (rstn),
		.in_row (out_row_1_0),
		.in_col (out_col_0_1),
		.out_row (out_row_1_1),
		.out_col (out_col_1_1),
		.out_data (out_data_1_1)
	);
endmodule
==> run.sh <==
#!/bin/bash
# OpenROAD 26Q1-2900-gdf79404cd8, Yosys 0.63+post, stock flow scripts
make -C /OpenROAD-flow-scripts/flow DESIGN_CONFIG=/design/flow/config.mk WORK_HOME=/design/flow/orfs finish
==> config.mk <==
export PLATFORM = sky130hd
export DESIGN_NAME = systolic_array_2x2
export DESIGN_NICKNAME = systolic_array_2x2
export VERILOG_FILES = /design/flow/design.v
export SDC_FILE = /design/flow/constraint.sdc
export NUM_CORES = 4
export LEC_CHECK = 1
export CORE_UTILIZATION = 40
==> constraint.sdc <==
current_design systolic_array_2x2

set clk_period 3.5
set clk_io_pct 0.2

create_clock -name clk0 -period $clk_period [get_ports {clk}]

set non_clock_inputs [all_inputs -no_clocks]
set_input_delay [expr $clk_period * $clk_io_pct] -clock clk0 $non_clock_inputs
set_output_delay [expr $clk_period * $clk_io_pct] -clock clk0 [all_outputs]
==> results.cfg <==
; physical design summary
[drt]
first_iter_violations = 402
wl_per_cell_microns = 16.4
num_antenna_cells = 0
wl_met1_microns = 15300
postRouteAntennaNets = 0
firstDrtPassIters = 6
dr_total_vias = 10100
routed.top_layer = met5
wirelength_microns = 35100
drc = 0
dr_wl_met3_microns = 2450
via_per_inst = 4.72
met2_length_microns = 16600

[min_path]
hold_class = register to register
whs_path_depth = 0
hold_end = mac_pe_0_1.out_col[7]
min-delay-start = col_fifo_1.out_data[7]

[clock_network]
cts_sinks = 376
cts-hold-fix-buffers = 0
cts_root_buf = clkbuf_16
tritoncts = yes
htreeDepth = 2
clkSlewWorstSetupHoldPaths_ps = 60
numCtsBuffers = 42
max-clock-path-buffers = 3
clk_latency_ps = 550

[synthesis]
synth.avg_cell_area_sq_um = 14.0
synth_warnings = 38
top_cells_by_area = edfxtp_1, dfxtp_1, fa_1, mux4_2, ha_1
numSynthFlops = 376
synthesis.area_sq_um = 18300
ys_seq_share_pct = 55.1
postSynthCellCount = 1303
synth_stat.cells = 1303
yosysTopAreaCellShare_pct = 42.0
ys_types = 39
ys_chip_area_sq_um = 18300
yosysTopAreaCell = edfxtp_1

[layout]
fin_area_sq_um = 22400
lay_top_count = edfxtp_1
final_cell_mix = edfxtp_1, buf_4, nand2_1, inv_1, clkdlybuf4s50_1
final_util_pct = 49.4
drive_above_1_share_pct = 24.0
syn_to_final_growth_pct = 22.2

[job]
log.warning_count = 60
drv_cap = 0

[pwr]
switching_share_pct = 30.1
peakVddDrop_v = 0.000347
powerDensity_nw_per_um2 = 677
seqPwrFrac_pct = 40.0
power.leakage_nw = 8.49
p_int_w = 0.0106
clkPwrFrac_pct = 27.7
p_switching_w = 0.00456
comb_power_share_pct = 32.3

[critical_path]
critical_path_arrival_ps = 4280
crit_type = register to register
rr_endpoint = mac_pe_1_0.out_data[7]
rr_startpoint = mac_pe_0_0.out_col[0]
cp.required_ps = 3980
cp-end-kind = register
r2r.worst_path.cells = 16
slowest_stage = fa_1
critPathMaxFanout = 5
r2r_slack_ps = -300
cp_cell_sequence = and2_4 > fa_1 > inv_1 > fa_1 > inv_1 > ha_1 > inv_2 > fa_1 > inv_1 > ha_1 > ha_1 > a21o_1 > a21oi_2 > xnor2_1 > xnor3_1 > nor2b_1
start_kind = register
worst_path_largest_cell_delay_ps = 500

[floorplan]
core_sq_um = 45300
die_w_microns = 216
floorplan.die_area_sq_um = 46600
num_rows = 78
die_h_microns = 216
io_pins = 138
fp_util_pct = 40.4

[timing]
fin_skew_ps = 14.9
finalSetupViolations = 7
hold_viol = 0
final.setup.worst_slack_ps = -302
rsz0062_at_grt = true
tightest_slew_ps = 764
max_freq_ghz = 0.263
slew_viol_final = 0
holdWs_ps = 415
min_period_ps = 3800
slew_headroom_pct = 48.9
finalCritPeriodShare_pct = 109

[grt]
grt_pass1_wl_microns = 57700
overflow = 0
antenna_found_initial = 0
grt_max_degree = 51
grt_pass1_vias = 10700
grt_usage_pct = 17.0

[placement]
dp_hpwl_microns = 24500
place_congestion = 0.868
io_buffers = 105
dpl_cell_area_sq_um = 20700

[status]
violations = negative setup slack
status = complete, but fails checks
Yosys cell counts:
| library cell | instances |
|---|---|
| edfxtp_1 | 256 |
| clkinv_1 | 1 |
| or2_1 | 1 |
| nor3_1 | 16 |
| mux2i_1 | 32 |
| clkbuf_2 | 4 |
| xnor3_1 | 15 |
| o21ai_1 | 3 |
| a31oi_2 | 3 |
| nand3_1 | 4 |
| fa_1 | 72 |
| dfxtp_1 | 120 |
| nand2b_1 | 5 |
| o31a_1 | 2 |
| nor2b_2 | 2 |
| nor4b_2 | 1 |
| xnor2_1 | 53 |
| ha_1 | 88 |
| xor2_1 | 19 |
| nand2_1 | 132 |
| mux4_2 | 64 |
| a21o_1 | 4 |
| xnor2_2 | 4 |
| nor2b_1 | 19 |
| o211ai_1 | 3 |
| clkbuf_1 | 10 |
| and2_1 | 81 |
| nor2_1 | 16 |
| a21oi_1 | 26 |
| nor4b_1 | 1 |
| buf_4 | 40 |
| inv_1 | 133 |
| xor2_2 | 1 |
| a21boi_0 | 2 |
| buf_1 | 1 |
| a31oi_1 | 10 |
| nand3b_1 | 2 |
| buf_2 | 23 |
| o21ai_0 | 34 |
registers in the layout (all words and copies together), names as in the netlist, 8 cells and up:
signal,count
mac_pe_0_1.out_data,8
mac_pe_0_0.out_data,8
mac_pe_1_1.out_data,8
row_fifo_1.fifo,64
mac_pe_1_0.out_data,8
col_fifo_1.fifo,64
col_fifo_0.out_data,8
mac_pe_0_1.out_col,8
col_fifo_0.fifo,64
mac_pe_0_0.out_row,8
col_fifo_1.out_data,8
mac_pe_0_0.out_col,8
row_fifo_0.fifo,64
row_fifo_0.out_data,8
row_fifo_1.out_data,8
mac_pe_1_0.out_row,8
stage by stage:
step                      setup WS, ps  std cells  setup TNS, ps  power, W
final                             -302       2139          -1160    0.0151
after global routing              -454       2139          -2290    0.0162
after CTS                         -324       2137          -1290    0.0151
after detailed placement          -371       2057          -1960    0.0107
after global placement            -392       2057          -1960    0.0107
after floorplan                   -164       1303           -435   0.00889
critical path, delay by kind of cell, from the launching register on:
family	cells	cell delay, ps
DFF	1	360
xor gates and xnor gates	2	370
AOI/OAI and AO/OA	2	390
buffers and inverters	4	170
adders and majority gates	6	2180
and+or+nand+nor	2	270
logic make-up (layout without fill, tap and decap cells):
| logic type | count (synthesis) | count (layout) | share of synthesized area, % |
|---|---|---|---|
| xor+xnor | 92 | 92 | 5.74 |
| buf+inv | 212 | 448 | 5.35 |
| simple gates | 280 | 280 | 7.51 |
| compound gates | 87 | 87 | 2.73 |
| fa+ha+maj | 160 | 160 | 13.9 |
| flops | 376 | 376 | 55.1 |
| mux | 96 | 96 | 9.63 |
timing repair:
item,in CTS,in global routing
setup endpoints to repair,10,12
buffers inserted,3,4
pin swaps,24,17
resized,46,32
how the worst max path moves through the flow:
stage	start	to	slack (ps)
5_1_grt	mac_pe_0_0.out_col[1]	mac_pe_1_0.out_data[7]	-450
4_1_cts	mac_pe_0_0.out_col[0]	mac_pe_1_0.out_data[7]	-320
6_report	mac_pe_0_0.out_col[0]	mac_pe_1_0.out_data[7]	-300
power groups by stage:
| stage | Combinational, W | Sequential (W) | Clock [W] |
|---|---|---|---|
| 6_report | 0.00489 | 0.00605 | 0.00419 |
| 5_1_grt | 0.00555 | 0.00615 | 0.00449 |
| 4_1_cts | 0.00478 | 0.00605 | 0.00431 |
per-layer routing:
layer / track usage, % / vias to the layer above
met4: 2.72 / 2
met5: 0.625 / -
met1: 25.7 / 4919
met2: 26.0 / 246
li1: - / 4879
met3: 5.64 / 47
area by class of cell:
class | count | area, sq um
Multi-Input combinational cell | 715 | 7570
Tap cell | 600 | 751
Clock buffer | 62 | 1180
Clock inverter | 15 | 138
Inverter | 134 | 503
Fill cell | 3848 | 22900
Sequential cell | 376 | 10200
Timing Repair Buffer | 237 | 2050
Power is estimated from default activity; no workload was simulated.
