==> design.v <==
`timescale 1ns / 1ps
module fifo #(parameter DEPTH=8, DATA_WIDTH=8) 
(
    input clk, rstn,
    input w_en, r_en,
    input signed [DATA_WIDTH-1:0] in_data,
    output reg signed [DATA_WIDTH-1:0] out_data = 0,
    output full, empty
);
    reg [$clog2(DEPTH)-1:0] w_ptr, r_ptr;
    reg signed [DATA_WIDTH-1:0] fifo[DEPTH-1:0];
    always @ (posedge clk) begin
        if (! rstn) begin
            w_ptr <= 0;
        end
        else if (w_en & ! full) begin
            fifo[w_ptr] <= in_data;
            w_ptr <= w_ptr + 1;
        end
    end
    always @ (posedge clk) begin
        if (! rstn) begin
            out_data <= 0;
            r_ptr <= 0;
        end
        else if (r_en & ! empty) begin
            out_data <= fifo[r_ptr];
            r_ptr <= r_ptr + 1;
        end
    end
    assign full = ((w_ptr + 1'b1) == r_ptr);
    assign empty = (w_ptr == r_ptr);
endmodule
`timescale 1ns / 1ps
module spiking_pe #(parameter DATA_WIDTH=16)
(
    input clk,
    input rstn,
    input in_row,
    input signed [DATA_WIDTH-1:0] in_col,
    output reg signed [DATA_WIDTH-1:0] out_data,
    output reg out_row,
    output reg signed [DATA_WIDTH-1:0] out_col
);
    always @ (posedge clk) begin
        if (! rstn) begin
            out_data <= 0;
            out_row <= 0;
            out_col <= 0;
        end
        else if (in_row) begin
            out_data <= out_data + in_col;
        end
        out_row <= in_row;
        out_col <= in_col;
    end
endmodule
`timescale 1ns / 1ps
module spiking_systolic_array_2x2 #(parameter DEPTH=8, DATA_WIDTH=16) (
	input clk, rstn,
	input in_row_0,
	input row_fifo_0_r_en, row_fifo_0_w_en,
	input in_row_1,
	input row_fifo_1_r_en, row_fifo_1_w_en,
	input signed [DATA_WIDTH-1:0] in_col_0,
	input col_fifo_0_r_en, col_fifo_0_w_en,
	input signed [DATA_WIDTH-1:0] in_col_1,
	input col_fifo_1_r_en, col_fifo_1_w_en,
	output signed [DATA_WIDTH-1:0] out_data_0_0,
	output signed [DATA_WIDTH-1:0] out_data_0_1,
	output signed [DATA_WIDTH-1:0] out_data_1_0,
	output signed [DATA_WIDTH-1:0] out_data_1_1
);
	wire signed row_fifo_0_out;
	fifo #(.DATA_WIDTH(1)) row_fifo_0 (
		.clk (clk),
		.rstn (rstn),
		.w_en (row_fifo_0_w_en),
		.r_en (row_fifo_0_r_en),
		.in_data (in_row_0),
		.out_data (row_fifo_0_out),
		.full (row_fifo_0_full),
		.empty(row_fifo_0_empty)
	);
	wire signed row_fifo_1_out;
	fifo #(.DATA_WIDTH(1)) row_fifo_1 (
		.clk (clk),
		.rstn (rstn),
		.w_en (row_fifo_1_w_en),
		.r_en (row_fifo_1_r_en),
		.in_data (in_row_1),
		.out_data (row_fifo_1_out),
		.full (row_fifo_1_full),
		.empty(row_fifo_1_empty)
	);
	wire signed [DATA_WIDTH-1:0] col_fifo_0_out;
	fifo  col_fifo_0 (
		.clk (clk),
		.rstn (rstn),
		.w_en (col_fifo_0_w_en),
		.r_en (col_fifo_0_r_en),
		.in_data (in_col_0),
		.out_data (col_fifo_0_out),
		.full (col_fifo_0_full),
		.empty(col_fifo_0_empty)
	);
	wire signed [DATA_WIDTH-1:0] col_fifo_1_out;
	fifo  col_fifo_1 (
		.clk (clk),
		.rstn (rstn),
		.w_en (col_fifo_1_w_en),
		.r_en (col_fifo_1_r_en),
		.in_data (in_col_1),
		.out_data (col_fifo_1_out),
		.full (col_fifo_1_full),
		.empty(col_fifo_1_empty)
	);
	wire out_row_0_0;
	wire signed [DATA_WIDTH-1:0] out_col_0_0;
	spiking_pe spiking_pe_0_0 (
		.clk (clk),
		.rstn (rstn),
		.in_row (row_fifo_0_out),
		.in_col (col_fifo_0_out),
		.out_row (out_row_0_0),
		.out_col (out_col_0_0),
		.out_data (out_data_0_0)
	);
	wire out_row_0_1;
	wire signed [DATA_WIDTH-1:0] out_col_0_1;
	spiking_pe spiking_pe_0_1 (
		.clk (clk),
		.rstn (rstn),
		.in_row (out_row_0_0),
		.in_col (col_fifo_1_out),
		.out_row (out_row_0_1),
		.out_col (out_col_0_1),
		.out_data (out_data_0_1)
	);
	wire out_row_1_0;
	wire signed [DATA_WIDTH-1:0] out_col_1_0;
	spiking_pe spiking_pe_1_0 (
		.clk (clk),
		.rstn (rstn),
		.in_row (row_fifo_1_out),
		.in_col (out_col_0_0),
		.out_row (out_row_1_0),
		.out_col (out_col_1_0),
		.out_data (out_data_1_0)
	);
	wire out_row_1_1;
	wire signed [DATA_WIDTH-1:0] out_col_1_1;
	spiking_pe spiking_pe_1_1 (
		.clk (clk),
		.rstn (rstn),
		.in_row (out_row_1_0),
		.in_col (out_col_0_1),
		.out_row (out_row_1_1),
		.out_col (out_col_1_1),
		.out_data (out_data_1_1)
	);
endmodule
==> run.sh <==
#!/bin/bash
# OpenROAD 26Q1-2900-gdf79404cd8, Yosys 0.63+post, stock flow scripts
make -C /OpenROAD-flow-scripts/flow DESIGN_CONFIG=/design/flow/config.mk WORK_HOME=/design/flow/orfs finish
==> config.mk <==
export PLATFORM = sky130hd
export DESIGN_NAME = spiking_systolic_array_2x2
export DESIGN_NICKNAME = spiking_systolic_array_2x2
export VERILOG_FILES = /design/flow/design.v
export SDC_FILE = /design/flow/constraint.sdc
export NUM_CORES = 4
export LEC_CHECK = 1
export CORE_UTILIZATION = 30
==> constraint.sdc <==
current_design spiking_systolic_array_2x2

set clk_period 9.1
set clk_io_pct 0.2

create_clock -name clk0 -period $clk_period [get_ports {clk}]

set non_clock_inputs [all_inputs -no_clocks]
set_input_delay [expr $clk_period * $clk_io_pct] -clock clk0 $non_clock_inputs
set_output_delay [expr $clk_period * $clk_io_pct] -clock clk0 [all_outputs]
==> metrics.txt <==
# HELP chip_impl_metric Flow report values
# TYPE chip_impl_metric gauge
chip_impl_metric{name="ys_types",unit=""} 67
chip_impl_metric{name="insertedDiodeCount",unit=""} 0
chip_impl_metric{name="cellLeakagePower",unit="uW"} 0.00552
chip_impl_metric{name="buffer_levels_on_the_longest_clock_path",unit=""} 3
chip_impl_metric{name="timing.max_cap.violations",unit=""} 0
chip_impl_metric{name="port-buffer-count",unit=""} 91
chip_impl_metric{name="global_route_wire_length_before_repair",unit="um"} 45200
chip_impl_metric{name="synth.yosys.num_cells",unit=""} 1113
chip_impl_metric{name="grt_antenna_before_repair",unit=""} 0
chip_impl_metric{name="cts_buffers",unit=""} 31
chip_impl_info{name="ys_dominant_reg_cell",value="sky130_fd_sc_hd__edfxtp_1"} 1
chip_impl_metric{name="synth-async-reset-ratio",unit=""} 0
chip_impl_info{name="tritoncts",value="done"} 1
chip_impl_metric{name="synth-adder-area-share",unit=""} 0.0716
chip_impl_metric{name="synth-edff-count",unit=""} 144
chip_impl_metric{name="setup_viol",unit=""} 0
chip_impl_metric{name="mux_share_of_post_synthesis_cell_area",unit=""} 0.104
chip_impl_info{name="grt_setup_unrepaired",value="no"} 1
chip_impl_metric{name="synth-seq-cells",unit=""} 268
chip_impl_metric{name="tool_warnings",unit=""} 41
chip_impl_metric{name="final_antenna_net_count",unit=""} 0
chip_impl_metric{name="numClockSinks",unit=""} 268
chip_impl_metric{name="die-area",unit="sq um"} 44200
chip_impl_metric{name="final_layout_size_suffix_gt1_frac",unit=""} 0.0942
chip_impl_metric{name="postSynthAreaPerCell",unit="sq um"} 11.7
chip_impl_metric{name="synth_compound_gate_area_share",unit=""} 0.113
chip_impl_metric{name="clock_insertion_delay_worst_skew",unit="ps"} 560
chip_impl_info{name="root_buffer",value="sky130_fd_sc_hd__clkbuf_16"} 1
chip_impl_metric{name="timing.critical_path.fanout_max",unit=""} 46
chip_impl_info{name="synthTopCellsByCount",value="sky130_fd_sc_hd__edfxtp_1 (144), sky130_fd_sc_hd__dfxtp_1 (124), sky130_fd_sc_hd__nor2_1 (113), sky130_fd_sc_hd__ha_1 (68), sky130_fd_sc_hd__nand2_1 (67)"} 1
chip_impl_metric{name="synthToLayoutAreaGrowth",unit="%"} 19.5
chip_impl_metric{name="ctsResizeCount",unit=""} 0
chip_impl_metric{name="mappedNetlistArea",unit="sq um"} 13000
chip_impl_metric{name="grt_pass1_vias",unit=""} 8493
chip_impl_metric{name="final-max-slew-violation-count",unit=""} 0
chip_impl_metric{name="layoutNonFillerInstCount",unit=""} 1809
chip_impl_info{name="worst_setup_path_end_kind",value="flip-flop"} 1
chip_impl_metric{name="cts.htree.levels",unit=""} 1
chip_impl_metric{name="rows",unit=""} 75
chip_impl_info{name="worst_setup_path_start_kind",value="input pin"} 1
chip_impl_metric{name="clkTransAtPathRegs",unit="ps"} 60
chip_impl_metric{name="powerDensity",unit="nW/um^2"} 264
chip_impl_info{name="crit_path_start",value="rstn"} 1
chip_impl_metric{name="placeableCoreArea",unit="sq um"} 42300
chip_impl_metric{name="ff2ff_path_depth",unit=""} 5
chip_impl_metric{name="route.vias.total",unit=""} 8779
chip_impl_metric{name="finalClockSkew",unit="ps"} 13.7
chip_impl_metric{name="power.ir.vdd_worst",unit="mV"} 0.113
chip_impl_metric{name="grt_util_all_layers",unit=""} 0.133
chip_impl_info{name="critical_path.endpoint",value="spiking_pe_0_1.out_data[14]$_SDFFE_PN0P_"} 1
chip_impl_info{name="yosys-dominant-comb-family",value="simple AND/OR/NAND/NOR gates"} 1
chip_impl_metric{name="register_to_register_setup_slack",unit="ps"} 6350
chip_impl_metric{name="place.gp.congestion",unit=""} 0.880
chip_impl_metric{name="fin_setup_tns",unit="ps"} 0
chip_impl_metric{name="cts_setup_buffers",unit=""} 0
chip_impl_metric{name="top_level_ports",unit=""} 108
chip_impl_metric{name="max_slew_margin",unit=""} 0.446
chip_impl_metric{name="simple_gate_share",unit=""} 0.121
chip_impl_metric{name="place_inst",unit=""} 1752
chip_impl_info{name="setup.worst_path.class",value="input pin to flip-flop"} 1
chip_impl_metric{name="netlist_instances",unit=""} 1113
chip_impl_info{name="cell_type_with_the_largest_total_area_after_synthesis",value="sky130_fd_sc_hd__edfxtp_1"} 1
chip_impl_metric{name="drt-wirelength-per-cell",unit="um"} 15.4
chip_impl_metric{name="max_clock_freq",unit="GHz"} 0.280
chip_impl_metric{name="drt_pre_antenna_iters",unit=""} 4
chip_impl_metric{name="floorplan.die.height",unit="um"} 210
chip_impl_metric{name="synth_xor_xnor_area_share",unit=""} 0.0445
chip_impl_info{name="worst_r2r_startpoint",value="col_fifo_0.r_ptr[2]$_SDFFE_PN0P_"} 1
chip_impl_metric{name="drt_first_iter_violations",unit=""} 407
chip_impl_metric{name="totalWireLength",unit="um"} 27800
chip_impl_metric{name="ys_chip_area",unit="sq um"} 13000
chip_impl_metric{name="final_critical_period",unit="ps"} 3580
chip_impl_metric{name="yosysTopAreaCellShare",unit=""} 0.333
chip_impl_metric{name="grt_max_degree",unit=""} 50
chip_impl_metric{name="final_util",unit=""} 0.367
chip_impl_info{name="synth.most_common_cell",value="sky130_fd_sc_hd__edfxtp_1"} 1
chip_impl_metric{name="core_util_floorplan",unit=""} 0.307
chip_impl_info{name="netlist_top_cells_area",value="sky130_fd_sc_hd__edfxtp_1 (33%), sky130_fd_sc_hd__dfxtp_1 (19%), sky130_fd_sc_hd__ha_1 (6.5%), sky130_fd_sc_hd__mux4_2 (6.2%), sky130_fd_sc_hd__mux2i_1 (4.1%)"} 1
chip_impl_metric{name="avgViaCountPerCell",unit=""} 4.85
chip_impl_metric{name="drt_drc",unit=""} 0
chip_impl_metric{name="hold_buffer_count_at_cts",unit=""} 0
chip_impl_metric{name="required",unit="ps"} 9540
chip_impl_metric{name="die_x",unit="um"} 210
chip_impl_metric{name="dp_hpwl",unit="um"} 19000
chip_impl_metric{name="hold-worst-slack",unit="ps"} 381
chip_impl_metric{name="grt-ovfl-total",unit=""} 0
chip_impl_metric{name="arrival",unit="ps"} 4010
chip_impl_info{name="regToRegEndpoint",value="col_fifo_0.fifo[5][4]$_DFFE_PP_"} 1
chip_impl_metric{name="yosys.stat.seqShare",unit=""} 0.524
chip_impl_metric{name="final_min_period_over_clock_period",unit=""} 0.393
chip_impl_metric{name="worst-slew-pin-transition",unit="ps"} 824
chip_impl_metric{name="yosysWarnings",unit=""} 15
chip_impl_info{name="timing.hold.worst.class",value="flip-flop to flip-flop"} 1
chip_impl_info{name="outcome",value="complete, no violations"} 1
chip_impl_metric{name="finalHoldViolCount",unit=""} 0
[worst min-delay path by stage]
stage                                  startpoint                                 to  cells past startpoint
finish        col_fifo_1.out_data[2]$_SDFFE_PN0P_  spiking_pe_0_1.out_col[2]$_DFF_P_                      0
global route  col_fifo_1.out_data[2]$_SDFFE_PN0P_  spiking_pe_0_1.out_col[2]$_DFF_P_                      0
CTS           col_fifo_1.out_data[3]$_SDFFE_PN0P_  spiking_pe_0_1.out_col[3]$_DFF_P_                      0
[worst max-delay path, cell delays in order]
cell	delay, ps
sky130_fd_sc_hd__buf_2	270
sky130_fd_sc_hd__clkinv_2	130
sky130_fd_sc_hd__buf_4	490
sky130_fd_sc_hd__buf_4	590
sky130_fd_sc_hd__nor4b_1	120
sky130_fd_sc_hd__or4_1	520
[where the power goes]
part	switching, uW	leakage, uW	total (uW)	internal [uW]
clock	486	0.000453	1170	681
combinational	685	0.00276	1290	608
sequential	178	0.00231	1640	1460
[state kept, by name, summed over array words and instances, names as in the netlist, 16 cells and up]
name,cells
col_fifo_0.fifo,64
col_fifo_1.fifo,64
spiking_pe_0_0.out_data,16
spiking_pe_0_1.out_data,16
spiking_pe_1_0.out_data,16
spiking_pe_1_1.out_data,16
[placed cells by master, fill, tap and decap left out, types with 11 or more instances in the layout]
| master | n |
|---|---|
| sky130_fd_sc_hd__a211oi_1 | 36 |
| sky130_fd_sc_hd__nor3_1 | 19 |
| sky130_fd_sc_hd__xor2_1 | 29 |
| sky130_fd_sc_hd__inv_1 | 17 |
| sky130_fd_sc_hd__and3_1 | 13 |
| sky130_fd_sc_hd__a21o_1 | 18 |
| sky130_fd_sc_hd__nand3b_1 | 13 |
| sky130_fd_sc_hd__dfxtp_1 | 124 |
| sky130_fd_sc_hd__o21ai_0 | 39 |
| sky130_fd_sc_hd__a21oi_1 | 58 |
| sky130_fd_sc_hd__nand2b_1 | 13 |
| sky130_fd_sc_hd__o211ai_1 | 11 |
| sky130_fd_sc_hd__mux4_2 | 36 |
| sky130_fd_sc_hd__clkbuf_16 | 31 |
| sky130_fd_sc_hd__mux2i_1 | 53 |
| sky130_fd_sc_hd__nand2_1 | 67 |
| sky130_fd_sc_hd__xnor2_1 | 37 |
| sky130_fd_sc_hd__nand3_1 | 39 |
| sky130_fd_sc_hd__clkdlybuf4s50_1 | 90 |
| sky130_fd_sc_hd__ha_1 | 68 |
| sky130_fd_sc_hd__buf_4 | 23 |
| sky130_fd_sc_hd__edfxtp_1 | 144 |
| sky130_fd_sc_hd__nor2_1 | 113 |
[kinds of logic after synthesis]
kind of cell,Yosys count
muxes,90
AOI/OAI and AO/OA,222
xor gates and xnor gates,66
DFF,268
buffers and inverters,70
and+or+nand+nor,325
adders and majority gates,72
[through the flow]
stage	area, sq um	total power (uW)	setup WS (ps)
2_1_floorplan	13000	2580	5410
3_3_place_gp	14600	2940	4880
3_5_place_dp	14600	2970	4860
4_1_cts	15500	4160	5470
5_1_grt	15500	4380	5370
6_report	15500	4100	5520
[metal layers]
layer	vias to the layer above	wire length (um)	GRT usage
li1	4406	-	-
met1	4125	13000	0.197
met2	207	12300	0.200
met3	41	1960	0.0435
met4	0	530	0.0211
met5	-	0	0
[final cells by class]
cell class	instances	area, sq um
clock inverter	17	143
fill	4058	26800
clock buffer	40	810
tap	577	722
timing repair buffer	114	1080
inverter	18	68.8
multi-input combinational	775	5900
sequential	268	6810
No activity file was given, so power comes from the tool's default toggle rates.
