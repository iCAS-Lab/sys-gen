==> ./config.mk <==
export PLATFORM = sky130hd
export DESIGN_NAME = activation_unit_2
export DESIGN_NICKNAME = activation_unit_2
export VERILOG_FILES = /design/flow/design.v
export SDC_FILE = /design/flow/constraint.sdc
export NUM_CORES = 4
export LEC_CHECK = 1
export CORE_AREA = 10 10 108 108
export DIE_AREA = 0 0 118 118
==> ./design.v <==
`timescale 1ns / 1ps
module accumulator_element #(parameter DATA_WIDTH=16)
(
    input clk, rstn,
    input spike,
    output reg [DATA_WIDTH-1:0] accumulated_spikes
);
    always @ (posedge clk) begin
        if (! rstn) begin
            accumulated_spikes <= 0;
        end
        else if (spike) begin
            accumulated_spikes <= accumulated_spikes + 1;
        end
    end
endmodule
`timescale 1ns / 1ps
module activation_element #(parameter DATA_WIDTH=16)
(
    input clk, rstn,
    input signed [DATA_WIDTH-1:0] membrane_potential,
    input signed [DATA_WIDTH-1:0] in_threshold,
    output spike,
    output signed [DATA_WIDTH-1:0] accumulated_spikes
);
	threshold_element threshold (
		.membrane_potential (membrane_potential),
		.threshold (in_threshold),
		.spike (spike)
	);
	accumulator_element accumulator (
		.clk (clk),
		.rstn (rstn),
		.spike (spike),
		.accumulated_spikes (accumulated_spikes)
	);
endmodule
`timescale 1ns / 1ps
module activation_unit_2 #(parameter DATA_WIDTH=16, TIMER_WIDTH=5)
(
  input clk, rstn,
	input signed [DATA_WIDTH-1:0] threshold_0,
	input signed [DATA_WIDTH-1:0] membrane_potential_0,
	input signed [DATA_WIDTH-1:0] threshold_1,
	input signed [DATA_WIDTH-1:0] membrane_potential_1,
	output [TIMER_WIDTH-1:0] accumulated_spikes_0,
	output out_spike_0,
	output [TIMER_WIDTH-1:0] accumulated_spikes_1,
	output out_spike_1
);
	activation_element activation_element_0 (
		.clk (clk),
		.rstn (rstn),
		.membrane_potential (membrane_potential_0),
		.in_threshold (threshold_0),
		.spike (out_spike_0),
		.accumulated_spikes (accumulated_spikes_0)
	);
	activation_element activation_element_1 (
		.clk (clk),
		.rstn (rstn),
		.membrane_potential (membrane_potential_1),
		.in_threshold (threshold_1),
		.spike (out_spike_1),
		.accumulated_spikes (accumulated_spikes_1)
	);
endmodule
`timescale 1ns / 1ps
module threshold_element #(parameter DATA_WIDTH=16)
(
    input signed [DATA_WIDTH-1:0] membrane_potential,
    input signed [DATA_WIDTH-1:0] threshold,
    output spike
);
    assign spike = (membrane_potential >= threshold) ? 1 : 0;
endmodule
==> ./constraint.sdc <==
current_design activation_unit_2

set clk_period 3.2
set clk_io_pct 0.2

create_clock -name clk0 -period $clk_period [get_ports {clk}]

set non_clock_inputs [all_inputs -no_clocks]
set_input_delay [expr $clk_period * $clk_io_pct] -clock clk0 $non_clock_inputs
set_output_delay [expr $clk_period * $clk_io_pct] -clock clk0 [all_outputs]
==> ./run.sh <==
#!/bin/bash
# OpenROAD 26Q1-2900-gdf79404cd8, Yosys 0.63+post, stock flow scripts
make -C /OpenROAD-flow-scripts/flow DESIGN_CONFIG=/design/flow/config.mk WORK_HOME=/design/flow/orfs finish
==> results_slide.txt <==
Key Metrics from the Run

STA
  • Hold Vio Cnt, Final: 0
  • Worst Tran Pin Value: around 0.3 ns
  • FMAX: 326 MHz
  • Final setup violation count: 0
  • Final Slew Violations: 0
  • RSZ-0062 raised after global routing: false
  • Slew Limit Headroom: 0.797
  • Minimum clock period: 3.07 ns
  • Crit share post-route: 0.959
  • Skew final: 0.000291 ns

Placement
  • Port bufs: 77
  • Placed cells: 380
  • Gpl congestion: 0.802
  • Post-detail-place hpwl: 3590 um

Clocking
  • CTS tree: yes
  • Clk root buf: clkbuf_8
  • Bufs on Longest Clock Path: 2
  • H-tree depth: 1
  • # clock sinks: 10
  • TritonCTS Buffers: 3
  • Skew-Pair Late Insertion Delay: roughly 0.23 ns
  • CTS Hold Bufs: 0
  • Clock-pin slew on the worst setup and hold paths: 0.04 ns

Job
  • Max-Cap Viols: 0
  • Tool Warnings: 25

Synth
  • Distinct cells, synth: 28
  • Register bit total from synthesis: 10
  • Syn Area/Cell: between 7 and 8 sq um
  • Synth Warn #: 3
  • Fraction of registers with async set or reset after synthesis: 0
  • Synthesized area: ~0.0013 sq mm
  • Post-synth EDFFs: 0
  • Mapped Cells: ~170
  • Yosys chip area: 0.00130 sq mm
  • # Cells Yosys: 169
  • Seq share, synth: 0.154
  • Commonest flop: dfxtp_1

Die
  • Boundary Pins: 78
  • Die Wd: 118 um
  • Core region area: 0.00928 sq mm
  • Site Rows: 35
  • Die area: roughly 0.014 sq mm
  • Die height: 118 um
  • Pre-placement core utilization: 0.140

Route
  • DRC viols: 0
  • Average wire per standard cell: 10.9 um
  • Pre-antenna DRT Iters: 4
  • Antenna diode instance count: 0
  • Final ANT Viol Nets: 0
  • Vias post-DR: 1,465
  • Final WL: between 4000 and 5000 um
  • DRT iter0 DRCs: about 43
  • DR vias/cell: 3.80

Setup path
  • Critical Path Source Type: input pin
  • Arr. time, crit path: 2.43 ns
  • Delay-heaviest family, CP: simple AND/OR/NAND/NOR gates
  • Crit path buf inv count: 3
  • CP Capture Type: output pin
  • Setup CP Type: input pin to output pin
  • Slowest stage delay, CP: 0.45 ns
  • Worst path slowest cell: clkdlybuf4s50_1
  • CP required: 2.56 ns
  • Worst-path cell chain: clkdlybuf4s50_1 > inv_1 > ha_1 > and4_1 > o31ai_2 > nor4bb_4 > nor2_1 > clkbuf_2
  • Crit Path Max Fanout: 2

Hold path
  • Min-delay worst type: register to register

Global route
  • Initial antenna violation count: 0
  • Tot GR Track Use: 0.0589
  • First-pass GRT wire length: between 7000 and 8000 um
  • Pin count of the biggest net entering global routing: 11
  • Vias in the first global route: 1,482
  • Residual overflow from global routing: 0

Cells and area
  • Fill count: 996
  • Layout cells sized above 1: 0.136
  • Top cell excl fill/tap: clkdlybuf4s50_1
  • Post-layout util: 0.266
  • Final std cells w/o fill: roughly 390
  • Top cells excl fill/tap: clkdlybuf4s50_1, inv_1, ha_1
  • Area Growth Syn to Fin: 89.4%

Pwr
  • Pleak: 1.10 nW
  • PwrDens: around 210 mW/mm^2
  • VDD IR max: about 230 uV

Run status
  • Status: complete, no violations
==> what timing repair did <==
item | CTS | global route
endpoints found under the setup margin | 2 | 2
pin swaps | 14 | 12
setup buffers | 3 | 0
resized | 16 | 14
==> cells by family after synthesis <==
family / synth area share
AND/OR/NAND/NOR: 0.193
buffers and inverters: 0.121
flip-flops: 0.154
adder cells (fa/ha/maj): 0.327
AND-OR/OR-AND: 0.206
==> path summary, 6_finish.rpt <==
path	cells after the start	end	slack, ns	start
min reg2reg	2	register	0.48	register
max reg2reg	4	register	1.88	register
min	2	register	0.48	register
max	8	out_spike_0	0.13	threshold_0[2]
==> cell usage after synthesis (all sizes together) (3+ instances only) <==
master | count | area [sq um]
a21o | 4 | 30.0
a21oi | 24 | 120
and4 | 3 | 26.3
clkbuf | 3 | 11.3
dfxtp | 10 | 200
ha | 34 | 425
inv | 35 | 131
nand2 | 5 | 18.8
nand3 | 5 | 25.0
nand4 | 4 | 25.0
nor2 | 3 | 11.3
nor2b | 3 | 18.8
o21ai | 8 | 40.0
o31ai | 7 | 52.6
or4 | 6 | 45.0
==> area by class of cell <==
cell class / instances / area [sq um] / share of cell area
clock buffers: 3 / 41.3 / 0.0167
well taps: 129 / 161 / 0.0654
inverters: 36 / 135 / 0.0548
repair buffers: 89 / 856 / 0.347
multi-input cells: 119 / 1070 / 0.435
flip-flops and latches: 10 / 200 / 0.0811
==> layer usage <==
layer	share of wire	wire length [um]	track usage
met2	0.37	1560	0.0832
met5	0	0	0
met3	0.11	470	0.0306
met4	0.0014	6	0.00155
met1	0.52	2180	0.0818
==> power by group <==
| part | switching, mW | leakage [nW] | internal (mW) | total, mW |
|---|---|---|---|---|
| Combinational | 0.0940 | 1.00 | 0.165 | 0.259 |
| Sequential | 0.00892 | 0.0815 | 0.134 | 0.143 |
| Clock | 0.0442 | 0.0216 | 0.0820 | 0.126 |
| Total | 0.147 | 1.10 | 0.381 | 0.528 |
==> stage by stage <==
stage               hold WS (ns)  power [mW]  area [sq um]  setup slack (ns)  TNS (ns)
detailed placement         0.475       0.382          2280            -0.522    -0.911
CTS                        0.483       0.525          2390           0.00635         0
floorplan                  0.439       0.243          1300             0.499         0
finish                     0.480       0.528          2470             0.130         0
global placement           0.466       0.380          2280            -0.533    -0.910
global route               0.528       0.573          2470            0.0115         0
==> tightest hold or removal path, stage by stage (launching register included) <==
cell and delay [ns]:
dfxtp_1 0.31, o31ai_1 0.06, a21oi_1 0.06
==> state kept, by name, summed over array words and instances, names as in the netlist <==
name,count
activation_element_1.accumulator.accumulated_spikes,5
activation_element_0.accumulator.accumulated_spikes,5
No activity file was given, so power comes from the tool's default toggle rates.
